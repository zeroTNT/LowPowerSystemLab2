File: design/flow/config.mk
export PLATFORM = sky130hd
export DESIGN_NAME = ALU
export DESIGN_NICKNAME = ALU
export VERILOG_FILES = /design/flow/design.v
export SDC_FILE = /design/flow/constraint.sdc
export NUM_CORES = 4
export LEC_CHECK = 1
export CORE_AREA = 10 10 111 111
export DIE_AREA = 0 0 121 121
File: design/flow/constraint.sdc
current_design ALU

set clk_period 12.9
set clk_io_pct 0.2

create_clock -name clk0 -period $clk_period

set non_clock_inputs [all_inputs -no_clocks]
set_input_delay [expr $clk_period * $clk_io_pct] -clock clk0 $non_clock_inputs
set_output_delay [expr $clk_period * $clk_io_pct] -clock clk0 [all_outputs]
File: design/flow/design.v
module ALU
(
    A,
    B,
    Cin,
    Sum,
    Sub,
    Cin_en,
    NZVC
);
    input  [16-1:0] A;       
    input  [16-1:0] B;       
    input           Cin;
    input           Cin_en;
    input           Sub;     
    output [16-1:0] Sum;     
    output [ 4-1:0] NZVC;    
    wire   [  16:0] result; 
    wire            Ci;
    assign Sum = result[15:0];
    assign NZVC[3]   = result[15];                          
    assign NZVC[2]   = ~(|result[15:0]);                                                                
    assign NZVC[1]   = (~A[15] & ~B[15] &  result[15]) | (A[15] & B[15] &  ~result[15]);
    assign NZVC[0]   = result[16]; 
    assign Ci = (Cin_en) ? Cin : 1'b0;
    assign result = (Sub) ? ((Cin_en) ? ({1'b0, A} + {1'b0, ~B} + 1'b1 + {16{~Ci}}) 
                                      : ({1'b0, A} + {1'b0, ~B} + 1'b1))
                          : ((Cin_en) ? ({1'b0, A} + {1'b0,  B} + {{15{1'b0}}, Ci}) 
                                      : ({1'b0, A} + {1'b0,  B}));
endmodule
File: design/flow/run.sh
#!/bin/bash
# OpenROAD 26Q1-2900-gdf79404cd8, Yosys 0.63+post, stock flow scripts
make -C /OpenROAD-flow-scripts/flow DESIGN_CONFIG=/design/flow/config.mk WORK_HOME=/design/flow/orfs finish
==> run summary <==
run results: # IOs 55, peak supply drop 0.0000211 V, RePlAce Congestion 0.909, Area after DPL 0.00375 mm², crit start category primary input, final instance area approximately 0.0037 mm², routed vias 2,980, Max Slew Vio Count 0, Cell Rows 36, num sequential 0, critical path class primary input to primary output, worst slack at placement 2.83 ns, top post-synthesis cells by count ha_1 (51), inv_1 (45), a21oi_1 (33), tool warnings 49, fin crit share 78.2%, GRT Overall Usage 10.6%, Yosys Instances 419, register area 0 µm², first-pass GRT wire length approximately 13 mm, WL final 7.86 mm, Avg Vias per Cell 5.02, crit path to NZVC[2], yosys stat chip area 0.00312 mm², Die Y about 120 µm, antenna-violating nets left 0, Hold/Removal Path Class primary input to primary output, Initial DRT Pass Iterations 4, endpoint type of the worst setup path primary output, Core Area 0.00986 mm², Yosys top cell by area ha_1, CP max stage delay 0.51 ns, postcts setup bufs 0, total congestion overflow 0, layout cell share with drive strength beyond 1 6.29%, CP cell instances clkdlybuf4s50_1 -> inv_1 -> ha_1 -> nor2b_1 -> o31ai_1 -> a21oi_1 -> nor3_1 -> nor2_1 -> ha_1 -> and2_1 -> a221oi_1 -> nand2_1 -> xor2_1 -> mux2_2 -> mux2i_1 -> o2111ai_1 -> a2111oi_0 -> nand4b_1 -> nor4_2 -> clkdlybuf4s50_1, PwrDens 72.4 mW/mm², PortBufs approximately 55, distinct lib cells 74, leakage 0.00160 µW, Top-area cell share 20.5%, FP Core Util 31.6%, CP required 10.32 ns, RSZ-0062 raised after global routing false, Starting DRT DRC Count slightly below 200, min Tclk post-route between 10 and 15 ns, mean post-synth cell area 7.44 µm², Hold Buf Count CTS 0, # setup viols final 0, DPL Wire Length 6.90 mm, Slew HR 61.7%, Synth-to-Final Area Change 20.3%, largest net degree at the start of global routing 19, DR WL/cell 13.2 µm, MaxCap Viol Count 0, Yosys top cell by instances ha_1, chip area 0.0146 mm², ANT cells 0, instance tally after logic synthesis ~420, endpoints failing hold 0, initial antenna violation count 0, top cells, area ha_1 (20%), xnor2_1 (7.9%), inv_1 (5.4%), a21oi_1 (5.3%), xor2_1 (4.8%), CP startpoint B[1], Seq share, synth 0%, status completed, vias in the first global route 2,830, Slew @ Worst Pin 0.573 ns, CP max FO 4, Fmax 0.0991 GHz, yosys warns 0, Mapped Area 0.00312 mm², Setup Total Neg Slack 0 ns, crit path DAT about 7.5 ns, Post-CTS Resized 0, DRC 0, MI comb area approximately 0.0028 mm², final-layout fill cell count 994, Die X between 100 and 150 µm, Setup WS post-layout about 2.8 ns, Slowest cell on crit path clkdlybuf4s50_1, clock buffers 0
## metrics by stage
| stage | std cells | power (µW) | hold WS [ns] | util (%) |
|---|---|---|---|---|
| global placement | 594 | 270 | 6.31 | 38.0 |
| global route | 594 | 304 | 6.35 | 38.0 |
| CTS | 594 | 273 | 6.32 | 38.0 |
| detailed placement | 594 | 270 | 6.31 | 38.0 |
| floorplan | 419 | 191 | 5.32 | - |
| finish | 594 | 271 | 6.31 | 38.0 |
## worst min-delay path by stage
stage / from / end / slack, ns / depth (start not counted)
after CTS: B[0] / Sum[0] / 6.32 / 4
after global routing: B[0] / Sum[0] / 6.35 / 4
final: B[0] / Sum[0] / 6.31 / 4
## power by group
part / total (µW) / internal [µW] / switching, µW
clock network: 0 / 0 / 0
registers: 0 / 0 / 0
logic: 271 / 133 / 138
## cell usage in the layout, fill, tap and decap left out, drive strengths merged, types with 5 or more instances in the layout
cell type      count
nor2              25
a21oi             35
a21o              10
nor3              11
xnor2             28
clkdlybuf4s50     55
mux2               5
o21bai             6
nand4              5
xor2              17
inv               48
a211oi             8
o31ai              6
ha                51
nand2             26
a221oi             5
mux2i             10
nand3             10
o21ai             25
## per-layer routing
metal / global-route usage, % / vias up / wire length (µm)
li1: - / 1623 / -
met2: 18.0 / 45 / 3660
met1: 15.5 / 1312 / 4030
met5: 0 / - / 0
met3: 0.425 / 0 / 168
met4: 0 / 0 / 0
## cell type report
class,count,area share [%]
inverter,48,4.81
multi-input combinational,356,75.7
timing repair buffer,57,15.1
tap,133,4.44
## worst max-delay path: cells and delay by family
| family | cells | cell delay (ns) |
|---|---|---|
| buffers and inverters | 3 | 1.08 |
| muxes | 2 | 0.42 |
| xor gates and xnor gates | 1 | 0.16 |
| AOI/OAI and AO/OA | 5 | 1.51 |
| and+or+nand+nor | 7 | 1.09 |
| adders and majority gates | 2 | 0.66 |
## cell families (layout without fill, tap and decap cells)
logic type | after synthesis | count (layout) | share of synthesized area, %
AOI/OAI and AO/OA | 133 | 133 | 29.8
xor gates and xnor gates | 46 | 46 | 13.4
adders and majority gates | 54 | 54 | 22.4
buffers and inverters | 63 | 105 | 8.96
muxes | 16 | 16 | 6.39
and+or+nand+nor | 107 | 107 | 19.1
Power is estimated from default activity; no workload was simulated.
