==> flow/design.v <==
module RegisterFile
(
    clk,
    rst_n,
    we,
    ra_addr,
    rb_addr,
    wr_addr,
    wr_data,
    ra_data,
    rb_data
);
    input           clk;      
    input           rst_n;    
    input           we;       
    input  [ 3-1:0] ra_addr;  
    input  [ 3-1:0] rb_addr;  
    input  [ 3-1:0] wr_addr;  
    input  [16-1:0] wr_data;  
    output [16-1:0] ra_data;  
    output [16-1:0] rb_data;  
    reg signed [15:0] register [0:7];  
    assign ra_data = register[ra_addr];
    assign rb_data = register[rb_addr];
    always @(posedge clk or negedge rst_n) 
    begin
        if (~rst_n)  
        begin
            register[0] <= 16'd0; register[1] <= 16'd0; register[2] <= 16'd0; register[3] <= 16'd0;
            register[4] <= 16'd0; register[5] <= 16'd0; register[6] <= 16'd0; register[7] <= 16'd0;
        end
        else
        begin
            if (we)  
                register[wr_addr] <= wr_data;
        end
    end
endmodule
==> flow/run.sh <==
#!/bin/bash
# OpenROAD 26Q1-2900-gdf79404cd8, Yosys 0.63+post, stock flow scripts
make -C /OpenROAD-flow-scripts/flow DESIGN_CONFIG=/design/flow/config.mk WORK_HOME=/design/flow/orfs finish
==> flow/config.mk <==
export PLATFORM = sky130hd
export DESIGN_NAME = RegisterFile
export DESIGN_NICKNAME = RegisterFile
export VERILOG_FILES = /design/flow/design.v
export SDC_FILE = /design/flow/constraint.sdc
export NUM_CORES = 4
export LEC_CHECK = 1
export CORE_UTILIZATION = 50
==> flow/constraint.sdc <==
current_design RegisterFile

set clk_period 3.4
set clk_io_pct 0.2

create_clock -name clk0 -period $clk_period [get_ports {clk}]

set non_clock_inputs [all_inputs -no_clocks]
set_input_delay [expr $clk_period * $clk_io_pct] -clock clk0 $non_clock_inputs
set_output_delay [expr $clk_period * $clk_io_pct] -clock clk0 [all_outputs]
==> flow_summary_export.csv <==
group,metric,value,unit
outcome,status,"finished, final reports clean",
yosys,syn-cell-area,7040,µm²
final_timing,fin_skew,0,ns
floorplanning,core,13500,µm²
yosys,synth-edff-count,0,
place,hpwlAfterDp,12300,µm
final_timing,rsz0062_at_grt,"no",
global_routing,antenna_found_initial,0,
clock_tree,cts_tree,"yes",
setup_path,path_common_cell,"clkdlybuf4s50_1",
pwr,vdd_ir_drop_max,0.368,mV
pwr,power_leakage,3.62,nW
setup_path,path_buffers,4,
layout,fillers,1042,
run,cap_violations,0,
final_timing,maxSlewHeadroom,65.6,%
final_timing,finalSetupViolCount,0,
clock_tree,cts_buffers,17,
floorplanning,die_width,121,µm
layout,top_regs,"register x128",
routing,dr.pass1.iters,4,
place,pre_cts_slack,0.0260,ns
final_timing,setup_tns,0,ns
routing,drt-vias-per-instance,6.16,
setup_path,cp.arrival,2.60,ns
yosys,syn_avg_cell_area,12.3,µm²
setup_path,worst_ep_required_time,2.72,ns
floorplanning,initCoreUtil,52.1,%
routing,diodes,0,
place,portBuffers,59,
final_timing,hold_viol,0,
final_timing,setup_ws,0.119,ns
setup_path,rr_startpoint,"register[1][14]",
yosys,async_flop_share,100,%
yosys,synth_flops,128,
setup_path,cp_cell_sequence,"clkdlybuf4s50_1, buf_12, and2_1, buf_4, a32oi_1, a31oi_1, clkdlybuf4s50_1",
layout,drive_above_1_share,35.0,%
clock_tree,cts_repair_resize_count,0,
clock_tree,htreeDepth,4,
global_routing,grt_pass1_vias,5229,
final_timing,fmax,305,MHz
setup_path,start_kind,"primary input",
clock_tree,cts.path.max_buffers,2,
clock_tree,holdBufCountCts,0,
routing,drc,0,
global_routing,track_usage,29.2,%
routing,ant_nets,0,
clock_tree,cts.sinks,128,
setup_path,criticalPathCategory,"primary input to output port",
clock_tree,clk_pin_slew,0.05,ns
routing,drt_iter0_drc,344,
clock_tree,cts-root-buf,"clkbuf_16",
yosys,ys_types,47,
floorplanning,rows,42,
final_timing,period_minus_slack,3.28,ns
setup_path,cp_max_fo,30,
floorplanning,boundaryPins,60,
global_routing,grt_max_degree,37,
final_timing,worst_pin_slew,0.515,ns
clock_tree,cts_setup_buffers,0,
layout,syn_to_final_growth,21.2,%
place,globalplace.congestion,0.889,
routing,detail_route.wirelength,19200,µm
yosys,ys_cells,570,
clock_tree,insertion_delay,0.41,ns
routing,vias,5166,
setup_path,cp-end-kind,"output port",
global_routing,grt_overflow,0,
floorplanning,die-area,14600,µm²
setup_path,crit_start,"ra_addr[0]",
final_timing,drv_slew,0,
yosys,ys_chip_area,7040,µm²
yosys,postSynthSeqShare,45.5,%
run,warning_count,26,
layout,largest_register_ffs,128,
final_timing,period_used_share,96.5,%
setup_path,cp_slowest_stage_delay,0.52,ns
setup_path,cp_slowest_cell,"clkdlybuf4s50_1",
global_routing,grt_pass1_wl,30500,µm
layout,top_register,"register",
setup_path,path_delay_family,"buffers and inverters",
yosys,ys.warnings.count,2,
worst_hold_path,worstHoldPathType,"primary input to asynchronous set/reset pin",
yosys,flop_cell,"dfrtp_1",
pwr,power_density,574,nW/µm²
routing,wl_per_cell,22.8,µm
floorplanning,dieHeight,121,µm
yosys,synth_cells,570,
per-layer routing:
metal,track usage [%],up-vias,routed length (µm)
li1,-,2344,-
met5,0,-,0
met4,4.24,0,225
met1,48.6,2612,8670
met3,7.03,18,1700
met2,41.6,192,8560
cell usage after synthesis, drive strengths merged (2+ instances only):
cell,number,area (µm²)
nand3b,2,15.0
nand4b,3,45.0
buf,34,213
nor2b,2,12.5
dfrtp,128,3200
nor2,17,66.3
nand4,2,18.8
a221oi,4,35.0
a21oi,14,70.1
a211oi,15,113
mux2,139,1570
o22ai,17,106
or3,3,18.8
o22a,17,149
mux2i,55,551
a22oi,10,75.1
o32a,2,20.0
clkbuf,13,50.0
inv,7,26.3
nand2b,15,101
nor3,2,32.5
a31oi,11,68.8
a32oi,10,87.6
nor3b,27,225
mux4,2,45.0
nand2,7,26.3
path summary, 6_finish.rpt:
path	endpoint	slack, ns	cells after the start
max	ra_data[2]	0.12	7
min	register[7][7]	0.23	1
max reg2reg	register[1][14]	2.61	1
min reg2reg	register[2][11]	0.52	1
max in group asynchronous	register[0][7]	2.31	2
min in group clk0	register[2][11]	0.52	1
cell usage in the layout, fill, tap and decap left out, types with 11 or more instances in the layout:
| master | n |
|---|---|
| nand2b_1 | 14 |
| o22a_1 | 17 |
| nor2_1 | 16 |
| a21oi_1 | 14 |
| buf_4 | 49 |
| nor3b_1 | 25 |
| clkbuf_16 | 17 |
| dfrtp_1 | 128 |
| a211oi_1 | 15 |
| a31oi_1 | 11 |
| mux2_2 | 139 |
| o22ai_1 | 17 |
| clkdlybuf4s50_1 | 54 |
| mux2i_1 | 55 |
cell type report:
type,count,area (µm²),area share (%)
inverters,7,26.3,0.308
repair buffers,109,983,11.5
flip-flops and latches,128,3200,37.6
clock buffers,25,485,5.69
well taps,176,220,2.58
clock inverters,6,57.6,0.675
multi-input cells,388,3550,41.7
cells by family (layout without fill, tap and decap cells):
| logic type | after synthesis | count (layout) | synth area share, % |
|---|---|---|---|
| simple gates | 86 | 86 | 8.64 |
| flops | 128 | 128 | 45.5 |
| mux | 196 | 196 | 30.7 |
| buf+inv | 54 | 147 | 4.11 |
| compound gates | 106 | 106 | 11.1 |
power breakdown:
group / internal [mW] / switching (mW)
Sequential: 1.86 / 0.255
Combinational: 0.684 / 0.417
Clock: 1.05 / 0.621
per-stage QoR:
stage               cell area [µm²]  hold slack, ns  util, %  total power [mW]  std cells
floorplan                      7040           0.384        -              2.76        570
global placement               7980           0.509     59.1              3.21        808
detailed placement             7980           0.514     59.1              3.24        808
CTS                            8520           0.241     63.1              4.93        839
global route                   8530           0.254     63.1              5.14        839
finish                         8530           0.231     63.1              4.90        839
Power and IR drop assume default switching activity.
